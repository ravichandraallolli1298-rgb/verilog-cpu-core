### ./run.sh
#!/bin/bash
# OpenROAD 26Q1-2900-gdf79404cd8, Yosys 0.63+post, stock flow scripts
make -C /OpenROAD-flow-scripts/flow DESIGN_CONFIG=/design/flow/config.mk WORK_HOME=/design/flow/orfs finish
### ./constraint.sdc
current_design regalu

set clk_period 16.9
set clk_io_pct 0.2

create_clock -name clk0 -period $clk_period [get_ports {clk}]

set non_clock_inputs [all_inputs -no_clocks]
set_input_delay [expr $clk_period * $clk_io_pct] -clock clk0 $non_clock_inputs
set_output_delay [expr $clk_period * $clk_io_pct] -clock clk0 [all_outputs]
### ./design.v
module alu (
    input [31:0] a,
    input [31:0] b,
    input [2:0] alu_ctrl,
    output reg [31:0] result,
    output reg zero
);
    always @(*) begin
        case (alu_ctrl)
            3'b000: result = a + b;
            3'b001: result = a - b;
            3'b010: result = a & b;
            3'b011: result = a | b;
            3'b100: result = a ^ b;
            default: result = 32'b0;
        endcase
        zero = (result == 32'b0);
    end
endmodule
module regalu (
    input clk,
    input rst,
    input [3:0] read_reg1,
    input [3:0] read_reg2,
    input [3:0] write_reg,
    input [2:0] alu_ctrl,
    input reg_write,
    output [31:0] result,
    output zero
);
    wire [31:0] a, b;
    regfile rf (
        .clk(clk),
        .rst(rst),
        .read_reg1(read_reg1),
        .read_reg2(read_reg2),
        .write_reg(write_reg),
        .write_data(result),
        .reg_write(reg_write),
        .read_data1(a),
        .read_data2(b)
    );
    alu alu_inst (
        .a(a),
        .b(b),
        .alu_ctrl(alu_ctrl),
        .result(result),
        .zero(zero)
    );
endmodule
module regfile (
    input clk,
    input rst,
    input [3:0] read_reg1,
    input [3:0] read_reg2,
    input [3:0] write_reg,
    input [18:0] write_data,
    input reg_write,
    output [18:0] read_data1,
    output [18:0] read_data2
);
    reg [31:0] registers [15:0];
    integer i;
    assign read_data1 = registers[read_reg1];
    assign read_data2 = registers[read_reg2];
    always @(posedge clk or posedge rst) begin
        if (rst) begin
            for (i = 0; i < 16; i = i + 1) registers[i] <= 32'b0;
        end else if (reg_write) begin
            registers[write_reg] <= write_data;
        end
    end
endmodule
### ./config.mk
export PLATFORM = sky130hd
export DESIGN_NAME = regalu
export DESIGN_NICKNAME = regalu
export VERILOG_FILES = /design/flow/design.v
export SDC_FILE = /design/flow/constraint.sdc
export NUM_CORES = 4
export LEC_CHECK = 1
export CORE_UTILIZATION = 40
==> results.cfg <==
; generated from flow reports
[outcome]
run_status = completed

[synthesis]
yosysCellCount = 1957
synth-edff-count = 0
synth_top_area_share_pct = 43.1
simple_gate_share_pct = 14.0
ys_seq_share_pct = 43.1
top_area_cell = dfrtp_1
syn_area_per_cell_um2 = 9.02
xor_share_pct = 0.199
synthCells = 1957
synth-adder-area-share_pct = 4.34
ys_area_mm2 = 0.0176
yosys.cell_types.count = 81
mux_area_share_pct = 4.22
ys_ff = 304
top_logic_kind = AND-OR/OR-AND gates
async_flop_share_pct = 100
synth_area_mm2 = 0.0176
aoi_share_pct = 28.6
top_cells_by_area = dfrtp_1, a22oi_1, a21oi_1
ys_warn_count = 6
synthFlopType = dfrtp_1

[critical_path]
critical_path.cell_chain = clkdlybuf4s50_1 > nand2_1 > nor3_2 > buf_4 > a22oi_1 > nand4_1 > o22a_1 > ha_1 > and2_4 > a221oi_4 > a21oi_1 > nor3_1 > nor4_1 > a311oi_4 > nand3_1 > nor4b_2 > nand4_1 > nor4_2 > clkdlybuf4s50_1
r2r_slack_ns = 12.22
crit_end = zero
crit_path_max_incr_delay_ns = 0.85
crit_required_ns = 13.52
start_kind = primary input
crit_arrival_ns = 9.77
endpoint_kind = output pin
rr_worst_depth = 16
crit_start = read_reg1[1]
worstReg2RegStart = rf.registers[14][0]
cp_max_fo = 18
path_class = in -> out
slowest_stage = a311oi_4
r2r_end = rf.registers[7][18]

[route]
viasPerCell = 6.49
routed_wirelength_mm = 70.3
drt_iter0_markers = 1805
drc = 0
drtAntennaViolNets = 0
first_pass_iters = 12
wire_per_inst_um = 27.5
vias = 16600

[die]
dieHeight_um = 212
fp_util_pct = 40.8
chip_area_mm2 = 0.0450
pin_count = 51
die_x_um = 212
core_area_mm2 = 0.0433
rows = 76

[timing]
drv_slew = 0
fin_crit_ns = 13.15
skew_ns = 0.00917
post-route-period-util_pct = 77.8
setup_viol = 0
fmax_ghz = 0.0761
tightest_slew_ns = 0.962
rsz0062_at_grt = no
maxSlewHeadroom_pct = 35.8
hold_violations = 0
setup_tns_ns = 0

[finish]
logic_area_mm2 = 0.00927
area_growth_pct = 12.9
largest_reg_flops = 304
top_register = rf.registers
drive_above_1_share_pct = 12.3
fillers = 4039
top_regs = rf.registers (304)
final_area_mm2 = 0.0199
ff_latch_area_mm2 = 0.00761

[global_routing]
grt_busiest_layer = met1
grt_pass1_vias = 15800
grt_pass1_wl_mm = 104
grt_max_degree = 108
gr-total-overflow = 0
track_usage_pct = 33.0
grtUsageMet3_pct = 14.4
grt_use_met1_pct = 46.7
use_met2_pct = 46.1
antenna_found_initial = 2

[clock_network]
htreeDepth = 1
cts_num_sinks = 304
cts_made_buffers = 30
ctsResizeCount = 0
clk_pin_slew_ns = 0.06
clockBufferDepth = 3
clk_latency_ns = 0.59
cts_tree = built
postCtsHoldBufs = 0
postCtsSetupBuffers = 0
cts_root_buf = clkbuf_16

[place]
hpwlAfterDp_mm = 41.9
portBuffers = 50
gp_congestion = 0.995
placed_area_mm2 = 0.0189

[power_and_ir_drop]
max-vdd-ir-drop_uv = 79.0
powerDensity_mw_per_mm2 = 162
leakagePower_nw = 8.30

[flow_run]
drv_cap = 0
warnings = 70

[min_path]
hp-class = reg -> reg
## logic make-up (layout without fill, tap and decap cells)
group                    count (synthesis)  in the layout
XOR/XNOR                                 4              4
flip-flops                             304            304
multiplexers                            67             67
AND-OR/OR-AND                          747            747
other                                    0              3
buffers and inverters                  236            249
adder cells (fa/ha/maj)                 60             60
AND/OR/NAND/NOR                        539            539
## layout make-up
type | instances | area share (%)
Multi-Input combinational cell | 1417 | 46.5
Sequential cell | 304 | 38.2
Timing Repair Buffer | 119 | 5.15
Clock buffer | 50 | 4.75
Tap cell | 585 | 3.67
Inverter | 75 | 1.45
Clock inverter | 5 | 0.264
Antenna cell | 3 | 0.0377
## cell usage in the layout (no fill, tap or decap), types with 4 or more instances in the layout
cell type        instances
a211oi_1                10
a21o_1                   8
a21oi_1                226
a221oi_1                30
a22o_1                  31
a22oi_1                206
a31oi_1                  6
and2_1                   4
and3_1                   5
buf_4                   68
clkbuf_1                 9
clkbuf_16               31
clkbuf_8                10
clkdlybuf4s50_1         49
dfrtp_1                304
ha_1                    58
inv_1                   74
mux2_2                  57
mux2i_1                  8
nand2_1                134
nand2b_1                21
nand3_1                 39
nand4_1                 50
nor2_1                 190
nor2_2                  19
nor2_4                   9
nor2b_1                  9
nor3_1                  16
nor3_2                  12
nor4_1                   6
o211ai_1                13
o21a_1                   5
o21ai_0                112
o21bai_1                 8
o22a_1                  37
o31ai_1                  5
or4_1                    5
xnor2_1                  4
## routing by layer
metal / routed length (µm) / vias to the layer above / part of all wire, %
met5: 13 / - / 0.018
met4: 3330 / 2 / 4.7
met3: 9960 / 276 / 14
met2: 29100 / 1132 / 41
met1: 27900 / 7976 / 40
li1: - / 7215 / -
## cell usage after synthesis (10+ instances only)
cell and n:
dfrtp_1 304, a21oi_1 226, nor2_1 217, a22oi_1 206
nand2_1 134, clkbuf_1 129, o21ai_0 112, inv_1 75
ha_1 58, mux2_2 57, nand4_1 50, nand3_1 39
o22a_1 37, a22o_1 31, a221oi_1 30, nor3_1 28
nand2b_1 21, buf_4 13, o211ai_1 13, buf_2 12
a211oi_1 10, nor2b_1 10
## per-stage QoR
step	instances	hold slack [ns]	power, mW	setup WS (ns)	util, %
floorplan	1957	0.472	2.07	5.12	-
global placement	2500	0.488	2.51	4.13	43.7
detailed placement	2500	0.499	2.52	3.99	43.7
CTS	2555	0.513	3.21	3.96	46.0
global route	2555	0.553	3.44	3.54	46.0
finish	2558	0.514	3.23	3.75	46.1
## how the worst min path moves through the flow
stage	from	end	slack [ns]	depth (start not counted)
4_1_cts	rf.registers[4][7]	rf.registers[4][7]	0.51	2
6_report	rf.registers[4][7]	rf.registers[4][7]	0.51	2
5_1_grt	rf.registers[0][7]	rf.registers[0][7]	0.55	2
## where the power goes
part | leakage (nW) | switching (mW) | internal, mW | total [mW]
clock network | 0.491 | 0.287 | 0.393 | 0.680
logic | 4.09 | 0.772 | 0.500 | 1.27
registers | 3.72 | 0.272 | 1.01 | 1.28
total | 8.30 | 1.33 | 1.90 | 3.23
## critical path, delay by kind of cell
| kind | cells | cell delay (ns) |
|---|---|---|
| AND-OR/OR-AND | 5 | 1.77 |
| AND/OR/NAND/NOR | 10 | 2.57 |
| adder cells (fa/ha/maj) | 1 | 0.44 |
| buffers and inverters | 3 | 1.57 |
Power is estimated from default activity; no workload was simulated.
